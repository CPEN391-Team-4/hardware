### flow/run.sh
#!/bin/bash
# OpenROAD 26Q1-2900-gdf79404cd8, Yosys 0.63+post, stock flow scripts
make -C /OpenROAD-flow-scripts/flow DESIGN_CONFIG=/design/flow/config.mk WORK_HOME=/design/flow/orfs finish
### flow/constraint.sdc
current_design zigzag

set clk_period 65.4
set clk_io_pct 0.2

create_clock -name clk0 -period $clk_period [get_ports {clk}]

set non_clock_inputs [all_inputs -no_clocks]
set_input_delay [expr $clk_period * $clk_io_pct] -clock clk0 $non_clock_inputs
set_output_delay [expr $clk_period * $clk_io_pct] -clock clk0 [all_outputs]
### flow/config.mk
export PLATFORM = sky130hd
export DESIGN_NAME = zigzag
export DESIGN_NICKNAME = zigzag
export VERILOG_FILES = /design/flow/design.v
export SDC_FILE = /design/flow/constraint.sdc
export NUM_CORES = 4
export LEC_CHECK = 1
export CORE_UTILIZATION = 30
### flow/design.v
module zigzag(input logic clk, input logic rst,
              input logic ena_in, output logic ena_out,
              input logic rdy_in, output logic rdy_out,
              input logic [10:0] in, output logic [10:0] out);
   logic [10:0] coefs[2][64];
   logic active_in;
   logic valid_out;
   logic [5:0] idx_in;
   logic [2:0] idx_out_x;
   logic [2:0] idx_out_y;
   logic [2:0] idx_out_x_n;
   logic [2:0] idx_out_y_n;
   logic [5:0] idx_out;
   logic [5:0] idx_out_n;
   assign idx_out = {idx_out_x, idx_out_y};
   assign idx_out_n = {idx_out_x_n, idx_out_y_n};
   enum logic [1:0] { RIGHT, DOWNLEFT, UPRIGHT } dir;
   assign rdy_out = idx_in != '1 || !valid_out;
   assign ena_out = rdy_in && valid_out;
   always_ff @(posedge clk)
     if (rst) begin
        active_in <= '0;
        valid_out <= '0;
        idx_in <= '0;
        {idx_out_x, idx_out_y} <= '0;
        dir <= RIGHT;
     end else begin
        if (ena_in) begin
           coefs[active_in][idx_in] <= in;
           idx_in <= idx_in + 6'b1;
           if (idx_in == '1) begin
              active_in = !active_in;
              valid_out <= '1;
           end
        end
        out <= coefs[!active_in][ena_out ? idx_out_n : idx_out];
        if (ena_out) begin
           idx_out_x <= idx_out_x_n;
           idx_out_y <= idx_out_y_n;
           if (idx_out_x == '1 && idx_out_y == '1) begin
              dir <= RIGHT;
              valid_out <= '0;
           end else
             case (dir)
               RIGHT: dir <= DOWNLEFT;
               DOWNLEFT:
                 if (idx_out_y == '1)
                   dir <= UPRIGHT;
                 else if (idx_out_x == '0)
                   dir <= UPRIGHT;
               UPRIGHT:
                 if (idx_out_x == '1)
                   dir <= DOWNLEFT;
                 else if (idx_out_y == '0)
                   dir <= DOWNLEFT;
             endcase  
        end
     end
   always_comb
     if (idx_out_x == '1 && idx_out_y == '1)
       {idx_out_x_n, idx_out_y_n} = '0;
     else begin
        {idx_out_x_n, idx_out_y_n} = {idx_out_x, idx_out_y};
        case (dir)
          RIGHT: idx_out_x_n = idx_out_x + 3'b1;
          DOWNLEFT:
            if (idx_out_y == '1)
              idx_out_x_n = idx_out_x + 3'b1;
            else if (idx_out_x == '0)
              idx_out_y_n = idx_out_y + 3'b1;
            else begin
               idx_out_x_n = idx_out_x - 3'b1;
               idx_out_y_n = idx_out_y + 3'b1;
            end
          UPRIGHT:
            if (idx_out_x == '1)
              idx_out_y_n = idx_out_y + 3'b1;
            else if (idx_out_y == '0)
              idx_out_x_n = idx_out_x + 3'b1;
            else begin
               idx_out_x_n = idx_out_x + 3'b1;
               idx_out_y_n = idx_out_y - 3'b1;
            end
        endcase  
     end
endmodule  
==> out/qor.csv <==
stage,metric,value,unit
outcome,status,"finished, final reports clean",
final_timing,cycle use final,42.1,%
synth,Yosys top cell area share,75.5,%
routing,initial DRC count,2182,
synth,Synth Cell Area,56400,sq um
grt,initial antenna violation count,1,
routing,DR vias,32082,
floorplan,die area,190000,sq um
floorplan,FP Rows,158,
floorplan,Ports,28,
critical_path,CP Max Fanout,8,
clock_network,CTS buffer count,147,
synth,ys cells,3803,
synth,Mapped Cells,3803,
synth,ys flop type,edfxtp_1,
grt,vias in the first global route,32355,
clock_network,Post-CTS Setup Inserts,0,
synth,Post-synth regs,1436,
final_timing,Slew HR,27.8,%
final_timing,Worst-Margin Slew,1.07,ns
grt,gr usage total,15.9,%
finish,Fillers,17181,
clock_network,post-cts hold buffer count,0,
synth,mean post-synth cell area,14.8,sq um
final_timing,setup_tns,0,ns
power_and_ir_drop,combinational fraction of design power,1.2,%
grt,grt ovf,0,
power_and_ir_drop,PwrDens,28.0,nW/um^2
final_timing,Setup Skew,0.0282,ns
critical_path,Reg-to-Reg Start,idx_out_x[0]$_SDFFE_PP0P_,
routing,DRT Wirelength,142000,microns
synth,sequential area share after synthesis,76.1,%
clock_network,Clock Tree Root,clkbuf_16,
final_timing,number of hold violations in the final report,0,
critical_path,Critical Path Sink Type,output pin,
floorplan,FP Util,30.3,%
synth,Synth area leaders,"edfxtp_1, mux2i_1, nand2_1",
synth,Yosys chip area,56400,sq um
critical_path,CP arrival,14.43,ns
power_and_ir_drop,switching share of total power,19.2,%
floorplan,core box area,186000,sq um
power_and_ir_drop,Pleak,23.1,nW
flow_run,max_cap viols,0,
worst_hold_path,Hold Path Class,reg2reg,
clock_network,CTS tree,built,
clock_network,clk sinks,1436,
routing,Avg WL per Cell,21.7,microns
critical_path,Worst R2R End,out[0]$_DFFE_PN_,
routing,DRC viols,0,
critical_path,critical path data required time,52.32,ns
final_timing,unrepaired setup endpoints after global routing,false,
flow_run,Tool Warnings,36,
power_and_ir_drop,internal power,1.47,mW
power_and_ir_drop,NetSw,0.350,mW
synth,"Async S/R FF share, synth",0,%
routing,Vias/cell,4.89,
final_timing,min Tclk post-route,27.51,ns
synth,Ys Warns,1,
place,final RePlAce weighted congestion,0.889,
worst_hold_path,hold path endpoint,valid_out$_SDFF_PP0_,
critical_path,Reg2Reg Depth,15,
clock_network,clk buf depth,3,
critical_path,Crit Path Class,in2out,
floorplan,Die X,436,microns
critical_path,r2r setup slk,58.36,ns
clock_network,depth of the CTS H-tree,4,
power_and_ir_drop,Max VDD drop,0.0278,mV
routing,Final ANT Viol Nets,0,
synth,Post-synth top cells,"edfxtp_1, nand2_1, a21oi_1, mux2i_1, nor4_1",
worst_hold_path,Hold Path Stages,2,
floorplan,die span in y,436,microns
finish,Final Util,34.9,%
synth,Netlist cell types,53,
final_timing,Max Freq,36.3,MHz
finish,ratio of cells with drive above 1 in the final layout,11.5,%
place,hpwl dp,83600,microns
power_and_ir_drop,Clock Power Share,43.2,%
power_and_ir_drop,sequential power share,55.7,%
critical_path,startpoint types,input pin,
grt,first-pass GRT wire length,211000,microns
worst_hold_path,hold path startpoint,valid_out$_SDFF_PP0_,
final_timing,Pins Over Slew Limit,0,
synth,flip-flops with a built-in enable,1419,
clock_network,post-cts sizing count,0,
routing,total iterations of the first detailed-routing run,7,
final_timing,final tally of setup violations,0,
clock_network,later-pin clock latency in the skew report,0.74,ns
grt,pin count of the biggest net entering global routing,106,
finish,synth-to-layout area growth,15.2,%
place,port bufs,27,
synth,post-synth top area cell,edfxtp_1,
synth,"count leader, synth",edfxtp_1,
clock_network,Clock transition at path regs,0.06,ns
## area by class of cell
cell class,instances,area [sq um],share of cell area (%)
Antenna cell,1,2.50,0.00385
Inverter,16,60.1,0.0924
Clock inverter,56,404,0.622
Sequential cell,1436,43000,66.1
Timing Repair Buffer,262,2040,3.15
Multi-Input combinational cell,2110,12300,18.9
Clock buffer,204,4100,6.31
Tap cell,2480,3100,4.78
## metal layers
metal | share of wire (%) | track usage, %
met1 | 37 | 19.7
met2 | 47 | 23.8
met3 | 13 | 9.86
met4 | 2.9 | 3.91
met5 | 0.037 | 0.428
## critical path, stage by stage
cell,delay [ns]
clkdlybuf4s50_1,0.44
nand2_1,0.24
clkinv_1,0.22
clkdlybuf4s50_1,0.45
## sequential cells by signal, summed over array words and instances (netlist names)
| register | flops |
|---|---|
| active_in | 1 |
| coefs | 1408 |
| dir | 3 |
| idx_in | 6 |
| idx_out_x | 3 |
| idx_out_y | 3 |
| out | 11 |
| valid_out | 1 |
## cells by family (layout without fill, tap and decap cells)
family                   count (synthesis)  after routing  share of synthesized area [%]
flip-flops                            1436           1436                           76.1
AND/OR/NAND/NOR                       1126           1126                           8.59
AND-OR/OR-AND                          615            615                           6.47
multiplexers                           353            353                           6.26
buffers and inverters                  257            538                           2.23
adder cells (fa/ha/maj)                 11             11                          0.244
XOR/XNOR                                 5              5                         0.0776
other                                    0              1                              0
## metrics by stage
step | hold WS (ns) | power [mW] | cells | setup WS, ns | cell area (sq um)
after CTS | 0.584 | 1.83 | 6564 | 37.90 | 65000
after floorplan | 0.505 | 1.03 | 3803 | 38.97 | 56400
after detailed placement | 0.575 | 1.05 | 6304 | 37.91 | 60500
after global placement | 0.581 | 1.05 | 6304 | 37.91 | 60500
final | 0.585 | 1.82 | 6565 | 37.89 | 65000
after global routing | 0.634 | 1.87 | 6565 | 37.82 | 65000
## worst max path at each step
| stage | startpoint | to | slack (ns) | cells past startpoint |
|---|---|---|---|---|
| 4_1_cts | rdy_in | ena_out | 37.90 | 4 |
| 5_1_grt | rdy_in | ena_out | 37.82 | 4 |
| 6_report | rdy_in | ena_out | 37.89 | 4 |
## layout by cell type (no fill, tap or decap), types with 28 or more instances in the layout
master | synthesis | routed
nor2_1 | 151 | 151
clkinv_1 | 1 | 28
nand2_1 | 729 | 729
clkbuf_1 | 110 | 43
mux2i_1 | 353 | 353
o22ai_1 | 177 | 177
edfxtp_1 | 1419 | 1419
nor4_1 | 187 | 186
clkbuf_16 | 0 | 153
buf_4 | 28 | 243
a21oi_1 | 359 | 359
## power groups by stage
| stage | clock [mW] | sequential (mW) | combinational [mW] |
|---|---|---|---|
| CTS | 0.800 | 1.01 | 0.0216 |
| global route | 0.834 | 1.01 | 0.0234 |
| finish | 0.786 | 1.01 | 0.0212 |
Power is estimated from default activity; no workload was simulated.
