<file path="flow/config.mk">
export PLATFORM = sky130hd
export DESIGN_NAME = transpose_buffer
export DESIGN_NICKNAME = transpose_buffer
export VERILOG_FILES = /design/flow/design.v
export SDC_FILE = /design/flow/constraint.sdc
export NUM_CORES = 4
export LEC_CHECK = 1
export CORE_UTILIZATION = 40
</file>
<file path="flow/constraint.sdc">
current_design transpose_buffer

set clk_period 33.9
set clk_io_pct 0.2

create_clock -name clk0 -period $clk_period [get_ports {clk}]

set non_clock_inputs [all_inputs -no_clocks]
set_input_delay [expr $clk_period * $clk_io_pct] -clock clk0 $non_clock_inputs
set_output_delay [expr $clk_period * $clk_io_pct] -clock clk0 [all_outputs]
</file>
<file path="flow/design.v">
module transpose_buffer
  (input logic clk, input logic rst, 
   input logic ena_in, output logic ena_out,
   input logic rdy_in, output logic rdy_out,
   input logic [11:0] S_in, output logic [11:0] S_out);
   logic [6:0] waddr, raddr;
   logic wren, wbuf, rbuf;
   logic [2:0] xw, yw, xr, yr;
   logic outbuf_valid;
   logic inbuf_full;
   logic cur_valid;
   assign rbuf = ~wbuf;
   assign waddr = {wbuf, yw, xw};   
   assign raddr = ena_out ? {rbuf, xr, yr} + 1 : {rbuf, xr, yr};
   transpose_mem BUF(clk, S_in, S_out, raddr, waddr, wren);
   always_ff @(posedge clk)
     if (rst) begin
        wbuf <= '0;
        {inbuf_full, yw, xw} <= '0;
        {outbuf_valid, xr, yr} <= '0;
        cur_valid <= '0;
     end else begin
        if (ena_in)
          {inbuf_full, yw, xw} <= {inbuf_full, yw, xw} + 6'b1;
        if (ena_out)
           {outbuf_valid, xr, yr} <= {outbuf_valid, xr, yr} + 6'b1;
        if (inbuf_full && !outbuf_valid) begin
           outbuf_valid <= '1;
           inbuf_full <= '0;
           wbuf <= ~wbuf;
           cur_valid <= '0;
        end else
          cur_valid <= '1;
     end
   always_comb begin
      rdy_out = !inbuf_full;
      ena_out = outbuf_valid && cur_valid && (rdy_in || yr != '0);
      wren = ena_in;
   end
endmodule  
module transpose_mem
  (input logic clk,
    input logic [11:0] S_in, output logic [11:0] S_out,
    input logic [6:0] raddr, input logic [6:0] waddr, input logic wren);
  logic signed [11:0] buf1 [0:7][0:7];
  logic signed [11:0] buf2 [0:7][0:7];
  logic [2:0] xr, yr, xw, yw;
  assign xr = raddr[5:3];    
  assign yr = raddr[2:0];    
  assign yw = waddr[5:3];    
  assign xw = waddr[2:0];    
  always_ff @(posedge clk) begin
    if (wren) begin
      if (~waddr[6])
        buf1[yw][xw] <= S_in;
      else
        buf2[yw][xw] <= S_in;
    end  
    if (~raddr[6])
      S_out <= buf1[yr][xr];
    else
      S_out <= buf2[yr][xr];
  end  
endmodule  
</file>
<file path="flow/run.sh">
#!/bin/bash
# OpenROAD 26Q1-2900-gdf79404cd8, Yosys 0.63+post, stock flow scripts
make -C /OpenROAD-flow-scripts/flow DESIGN_CONFIG=/design/flow/config.mk WORK_HOME=/design/flow/orfs finish
</file>
==> out/qor.yml <==
holdPathStages: 2
clk_latency_ps: 780
finalSetupTns_ps: 0
setup_violations: 0
io_buffers: 29
async_flop_share_pct: 0
die_w_um: 395
finalWorstPathRequiredPeriod_ps: 15030
synth_seq_share_pct: 75.6
cts-resized-gates: 0
worstHoldPathType: "reg -> reg"
r2r_start: "yr[2]"
skew_ps: 28.6
drc: 0
dpl.cell_count: 5615
vias: 33500
logic_area_um2: 13900
grt_pass1_vias: 35000
synth_stat.cells: 3589
yosysTopAreaCell: "edfxtp_1"
rsz0062_at_grt: "false"
logic_family: "multiplexers"
hold_viol: 0
layout-drive-gt1-share_pct: 18.0
antenna_found_initial: 2
htree_levels: 4
synth-simple-area-share_pct: 6.80
insertedDiodeCount: 0
ant_nets: 0
place_ws_ps: 18890
finalWeightedCongestion: 0.909
fillers: 12700
period_used_pct: 44.3
tightest_slew_ps: 969
ys_warn_count: 2
setup_slack_ps: 18870
final_cells: 5893
syn_avg_cell_area_um2: 17.2
fp_util_pct: 40.4
cp_max_fo: 6
flop_area_um2: 46700
cp.arrival_ps: 8250
adder_share_pct: 0.0608
ys_dominant_reg_cell: "edfxtp_1"
synth.area.mux_share_pct: 8.22
grt_first_pass_wirelength_um: 233000
slew-limit-headroom_pct: 35.2
warning_count: 29
hold_start: "inbuf_full"
grtUsageTotal_pct: 22.1
ys_area_um2: 61700
postCtsHoldBufs: 0
numCtsBuffers: 160
required_ps: 27120
ys_types: 66
cap_violations: 0
p_per_area_nw_per_um2: 54.7
drtIter0Drc: 2346
fp-row-count: 143
ir_worst_vdd_v: 0.0000380
post_drt_wl_per_cell_um: 26.6
clockBufferDepth: 3
synth-edff-count: 1536
routed_wl_um: 157000
cts_tree: "yes"
io_pins: 30
postPlaceCellArea_um2: 65100
core_area_um2: 153000
syn_area_um2: 61700
ff2ff_path_depth: 12
cts.repair_timing.setup_buffer_count: 0
grt_overflow: 0
grt_max_degree: 160
top_area_share_pct: 74.7
start_kind: "input port"
topCellsByArea: "edfxtp_1 (75%), mux4_2 (6.2%), nand3_1 (1.7%)"
die_area_um2: 156000
cp-end-kind: "output port"
cts_root_buf: "clkbuf_16"
xor_share_pct: 0.128
synthCells: 3589
die_height_um: 395
reg2reg_slack_ps: 28170
drtPass1Iterations: 5
final_area_um2: 69900
cellLeakagePower_nw: 22.2
outcome: "finished clean"
aoi_share_pct: 7.07
area_growth_pct: 13.3
startpoint: "rdy_in"
clkSinkCount: 1564
post-dp-hpwl_um: 92100
clk_pin_slew_ps: 60
max_freq_mhz: 66.5
via_per_inst: 5.68
critPathKind: "in -> out"
finalMaxSlewViolations: 0
synth_flops: 1564
## layout by cell type, fill, tap and decap left out, types with 49 or more instances in the layout
cell type	n
edfxtp_1	1536
nand2_1	247
buf_4	238
nand3_1	203
mux4_2	169
clkbuf_16	164
nor2_1	153
o21ai_0	136
and3_1	130
a2111oi_0	67
a211oi_1	60
a22oi_1	52
a31oi_1	51
nor2b_1	51
a21oi_1	50
clkbuf_1	49
## cells by family (layout without fill, tap and decap cells)
| logic type | count (synthesis) | in the layout |
|---|---|---|
| DFF | 1564 | 1564 |
| and+or+nand+nor | 863 | 863 |
| AOI/OAI and AO/OA | 611 | 611 |
| muxes | 270 | 270 |
| buffers and inverters | 269 | 543 |
| xor gates and xnor gates | 9 | 9 |
| adders and majority gates | 3 | 3 |
## routing by layer
metal | GRT usage, % | share of wire [%] | wire length (um) | vias up
li1 | - | - | - | 14900
met1 | 30.2 | 37 | 57600 | 16800
met2 | 31.5 | 46 | 72200 | 1596
met3 | 14.9 | 15 | 23600 | 194
met4 | 3.80 | 2.0 | 3130 | 10
met5 | 2.06 | 0.25 | 386 | -
## worst max-delay path, cell delays in order
cell,delay (ps)
clkdlybuf4s50_1,510
nor3b_1,90
nor2_2,330
clkdlybuf4s50_1,540
## path summary, 6_finish.rpt
kind / end
max: ena_out
min: outbuf_valid
max reg2reg: BUF.S_out[0]
min reg2reg: outbuf_valid
## sequential cells by signal, summed over array words and instances, names as in the netlist, 3 cells and up
register / count
yr: 3
BUF.S_out: 12
BUF.buf2: 768
BUF.buf1: 768
xw: 3
yw: 3
xr: 3
## per-stage QoR
step                      power (mW)  util (%)  hold WS [ps]
after floorplan                 2.17         -           476
after global placement          2.22      42.7           505
after detailed placement        2.22      42.7           494
after CTS                       3.85      45.8           511
after global routing            3.93      45.8           557
final                           3.82      45.8           514
## layout make-up
type / count / share of cell area [%]
clock inverter: 63 / 0.728
timing repair buffer: 257 / 2.85
sequential: 1564 / 66.7
multi-input combinational: 1756 / 19.8
clock buffer: 215 / 6.17
tap: 2030 / 3.63
inverter: 8 / 0.0429
## power breakdown
part	total, mW	switching [mW]	internal [mW]
registers	2.13	0.00133	2.13
logic	0.0499	0.0432	0.00669
clock network	1.65	0.699	0.948
total	3.82	0.743	3.08
## Yosys cell counts (14+ instances only)
cell type / number
o21ai_1: 14
nor4_1: 15
a221oi_1: 23
a21oi_1: 51
o41ai_1: 22
or3_1: 15
nand3_1: 204
dfxtp_1: 28
mux2i_1: 41
nand2_1: 248
a32oi_1: 15
a22oi_1: 52
buf_4: 18
and3_1: 130
mux2_2: 48
edfxtp_1: 1536
o221ai_1: 24
buf_2: 72
nor2b_1: 51
a2111oi_0: 68
mux4_2: 169
o21ai_0: 136
a311oi_1: 33
a211oi_1: 62
a31oi_1: 51
clkbuf_1: 152
nor2_1: 159
Power and IR drop assume default switching activity.
